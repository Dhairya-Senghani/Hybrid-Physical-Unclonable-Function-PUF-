[design.v]
`timescale 1ns / 1ps
module RANDOM(Clock, Reset, Output);
    input Clock;
    input Reset;
    output [7:0] Output;
    reg [7 : 0] register;
    always @(posedge Clock or posedge Reset) begin
        if (Reset == 1'b1) begin
            register <= 8'b0; 
        end 
        else begin
                register <= register + 1'b1;
        end
    end
assign Output = {register[6:0], register[7]};
endmodule
[run.sh]
#!/bin/bash
# OpenROAD 26Q1-2900-gdf79404cd8, Yosys 0.63+post, stock flow scripts
make -C /OpenROAD-flow-scripts/flow DESIGN_CONFIG=/design/flow/config.mk WORK_HOME=/design/flow/orfs finish
[config.mk]
export PLATFORM = sky130hd
export DESIGN_NAME = RANDOM
export DESIGN_NICKNAME = RANDOM
export VERILOG_FILES = /design/flow/design.v
export SDC_FILE = /design/flow/constraint.sdc
export NUM_CORES = 4
export LEC_CHECK = 1
export CORE_AREA = 10 10 70 70
export DIE_AREA = 0 0 80 80
[constraint.sdc]
current_design RANDOM

set clk_period 1.3
set clk_io_pct 0.2

create_clock -name clk0 -period $clk_period [get_ports {Clock}]

set non_clock_inputs [all_inputs -no_clocks]
set_input_delay [expr $clk_period * $clk_io_pct] -clock clk0 $non_clock_inputs
set_output_delay [expr $clk_period * $clk_io_pct] -clock clk0 [all_outputs]
==> changes_impl.md <==
## Implementation

* Clock buffer depth at 2
* Site row count at 21
* Max reg flops at 8
* Top cells, area: dfrtp_1 (63%), xnor2_1 (8.2%), xor2_1 (8.2%), ha_1 (3.9%), nand3_1 (3.1%)
* Worst slew pin tran at 0.2984 ns
* Util after Layout at 15.82%
* Ao+oa area frac at 0%
* Yosys reg bits at 8
* Sw Pwr at 82.74 uW
* # setup viols final at 0
* I/O Buffers at 9
* Reg clk slew, reported paths at 0.05 ns
* Delay-heaviest family, CP: flip-flops
* Leakage power total at 0.2681 nW
* Met2 Resource Use GR at 4.013%
* Max-area cell share at 62.50%
* WS Path Type: register to output pin
* Max-cap violations at 0
* Clk root buf: clkbuf_4
* Register Area at 200.2 um2
* Avg Synthesized Cell Area at 12.81 um2
* Clk sink count at 8
* Core ar. at 3416 um2
* Yosys cell count at 25
* Seq share, synth at 62.50%
* Die footprint at 6400 um2
* Pin count of the biggest net entering global routing at 9
* Tool warning count at 25
* Initial DRC count at 13
* Critical Path Start Type: register
* Global-route wire length before repair at 1.449 mm
* # diodes at 0
* Cells along the critical path: dlygate4sd2_1
* Arrival @ worst endpoint at 0.89 ns
* Crit end category: output pin
* Xor/xnor share of the synthesized area at 16.41%
* Max H-tree Level at 1
* Grt peak-use layer: met2
* Area fraction in and, or, nand and nor cells at 14.84%
* Top cells excl fill/tap: dlygate4sd2_1 (8), buf_4 (8), dfrtp_1 (8)
* Non-Filler Instances at 91
* Multiplexer share at 0%
* Register with the most flip-flops: register
* Maximum VDD drop at 209.3 uV
* Tcrit/Tclk final at 88.43%
* Tot GR Track Use at 2.982%
* Biggest regs: register x8
* R2r endpoint: register[7]
* Adder Share, Synth at 3.906%
* Synth cell types at 11
* CTS tree: built
* R2R depth at 4
* Comb power frac at 1.7%
* Dpl cells at 81
* Remaining Overflow, GRT at 0
* Yosys chip area at 320.3 um2
* Final setup TNS at 0 ns
* Final Skew at 0.0005999 ns
* Worst Hold Class: primary input to asynchronous set/reset pin
* Mapped Area at 320.3 um2
* Crit Reg-Reg Startpoint: register[2]
* Sw Share at 18.80%
* Cell type with the largest total area: dfrtp_1
* Critical Path RT at 1.04 ns
* 1st-pass router iterations at 3
* Initial antenna violation count at 0
* Placer Congestion at 0.6529
* Main logic family after synthesis: XOR/XNOR gates
* Reg power frac at 56.7%
* RSZ-0062 raised after global routing: false
* Worst R2R Setup Slack at 0.25 ns
* Buf+Inv Stages, Crit Path at 1
* Internal at 357.4 uW
* IO Count at 10
* Slowest cell on crit path: dfrtp_1
* Synth warn at 1
* CP peak stage delay at 0.39 ns
* Proportion of layout cells with a drive suffix above 1 at 28.89%
* Vias in the first global route at 286
* Met1 Track Usage GR at 3.448%
* Remaining routing DRC violations at 0
* Post-DRT Antenna Nets at 0
* Crit path time final at 1.150 ns
* Fmax at 869.9 MHz
* Floorplan core density at 9.377%
* Cells after Synth at 25
* Fill cells at 378
* Clock power share at 41.6%
* P&R area growth vs syn at 68.75%
* Drt via density at 2.736
* Die Span Y at 80 um
* Worst-path fanout max at 2
* WL/cell at 8.692 um
* Detailed Place HPWL at 592.1 um
* Pwr Density at 814.2 nW/um2
* Status: complete, no violations
* Vias at 249
* Latency at later pin at 0.25 ns
* Max-slew violations at 0
* Hold_buf cts at 0
* Hold Fails Final Rpt at 0
* Slew headroom at 80.08%
* Logic area at 112.6 um2
* TritonCTS Buffers at 3
* Met3 usage at 2.614%
* Die X at 80 um
* Drt total wl at 791 um
[cell families (layout without fill, tap and decap cells)]
group	count (synthesis)	in the layout
adders and majority gates	1	1
buffers and inverters	2	22
xor gates and xnor gates	6	6
DFF	8	8
and+or+nand+nor	8	8
[repair_timing]
item / in CTS / in global routing
hold endpoints to repair: 0 / 0
setup endpoints to repair: 8 / 0
setup buffers: 7 / 0
resized: 8 / 0
[cells in the mapped netlist, drive strengths merged]
library cell and count:
dfrtp 8, nand2 2, nor2 1, inv 2, xor2 3, nor3 1
nand3 3, and3 1, ha 1, xnor2 3
[layout make-up]
type                            count  area share [%]
Clock buffer                        3           4.167
Inverter                            2           1.389
Multi-Input combinational cell     15           20.83
Sequential cell                     8           37.04
Tap cell                           46           10.65
Timing Repair Buffer               17           25.93
[layer usage]
metal / part of all wire, % / routed length, um
met3: 15 / 118
met1: 42 / 330
met5: 0 / 0
met4: 1.0 / 8
met2: 42 / 333
[power groups by stage]
stage / Clock [mW] / Sequential, mW / Combinational (mW)
5_1_grt: 0.209 / 0.249 / 0.00939
6_report: 0.183 / 0.249 / 0.00762
4_1_cts: 0.190 / 0.249 / 0.00812
[how the worst max path moves through the flow]
stage,start,to,cells after the start
after CTS,register[3],Output[4],1
after global routing,register[3],Output[4],1
final,register[3],Output[4],1
[stage by stage]
| step | total power [mW] | worst slack (ns) | area (um2) | hold slack (ns) |
|---|---|---|---|---|
| floorplan | 0.2574 | 0.3935 | 320.3 | 0.07566 |
| global placement | 0.2615 | 0.1078 | 475.5 | 0.4583 |
| detailed placement | 0.2617 | 0.1178 | 475.5 | 0.4589 |
| CTS | 0.4472 | 0.1351 | 540.5 | 0.2609 |
| global route | 0.4670 | 0.08894 | 540.5 | 0.2855 |
| finish | 0.4401 | 0.1504 | 540.5 | 0.2526 |
Power and IR drop assume default switching activity.
